--- flow/design.v ---
module FA (
		input a,
		input b,
		input c_in,
		output sum,
		output c_out
	);
		HA h1( 
			.a(a),
			.b(b),
			.c_out(w2),
			.sum(w1)
		);
		HA h2( 
			.a(w1),
			.b(c_in),
			.c_out(w3),
			.sum(sum)
		);
		or o1(c_out,w2,w3);
endmodule
module HA(
input a,
input b,
output c_out,
output sum);
	xor x1(sum,a,b);
	and A1(c_out,a,b);
endmodule
module rca ( 
		input [3:0] a,
		input [3:0] b,
		input c_in,
		output c_out,
		output [3:0] sum
	);
	FA F1 (
			.a(a[0]),
			.b(b[0]),
			.c_in(c_in),
			.sum(sum[0]),
			.c_out(w1)
		);
	FA F2 (
			.a(a[1]),
			.b(b[1]),
			.c_in(w1),
			.sum(sum[1]),
			.c_out(w2)
		);
	FA F3 (
			.a(a[2]),
			.b(b[2]),
			.c_in(w2),
			.sum(sum[2]),
			.c_out(w3)
		);
	FA F4 (
			.a(a[3]),
			.b(b[3]),
			.c_in(w3),
			.sum(sum[3]),
			.c_out(c_out)
		);
endmodule
module mux2to1 (
	input S,
	input I0,
	input I1,
	output y);
	not n1(s_bar,S);
	and a1(w1,s_bar,I0);
	and a2(w2,S,I1);
	or o1(y,w1,w2);
endmodule
module counting_ones (d_in, count1);
	input [7:0] d_in;
	output [3:0] count1;
	wire [3:0] w[6:0];
	obc m1 (.s_in(4'd0),.current_bit(d_in[0]),.s_out(w[0]));
	obc m2 (.s_in(w[0]),.current_bit(d_in[1]),.s_out(w[1]));
	obc m3 (.s_in(w[1]),.current_bit(d_in[2]),.s_out(w[2]));
	obc m4 (.s_in(w[2]),.current_bit(d_in[3]),.s_out(w[3]));
	obc m5 (.s_in(w[3]),.current_bit(d_in[4]),.s_out(w[4]));
	obc m6 (.s_in(w[4]),.current_bit(d_in[5]),.s_out(w[5]));
	obc m7 (.s_in(w[5]),.current_bit(d_in[6]),.s_out(w[6]));
	obc m8 (.s_in(w[6]),.current_bit(d_in[7]),.s_out(count1));
endmodule
module mux2x1_4bit (y,s,i1,i0);
	input s;
	input [3:0]i0;
	input [3:0]i1;
	output [3:0]y;
	mux2to1 m1(s,i0[0],i1[0],y[0]);
	mux2to1 m2(s,i0[1],i1[1],y[1]);
	mux2to1 m3(s,i0[2],i1[2],y[2]);
	mux2to1 m4(s,i0[3],i1[3],y[3]);
endmodule
module obc (s_in,current_bit,s_out);
	input[3:0] s_in;
	input current_bit;
	output [3:0] s_out;
	wire [3:0] s_in_Plus1;
	mux2x1_4bit z1(.y(s_out),.s(current_bit),.i1(s_in_Plus1),.i0(s_in));
	rca r1( .a(s_in),.b(4'd1),.c_in(1'b0),.c_out(),.sum(s_in_Plus1));
endmodule
module counting_zeros (d_in, count0);
	input [7:0] d_in;
	output [3:0] count0;
	wire [7:0] d_bar;
	assign d_bar=~d_in;
	counting_ones m1(.d_in(d_bar), .count1(count0));
endmodule
--- flow/run.sh ---
#!/bin/bash
# OpenROAD 26Q1-2900-gdf79404cd8, Yosys 0.63+post, stock flow scripts
make -C /OpenROAD-flow-scripts/flow DESIGN_CONFIG=/design/flow/config.mk WORK_HOME=/design/flow/orfs finish
--- flow/config.mk ---
export PLATFORM = sky130hd
export DESIGN_NAME = counting_zeros
export DESIGN_NICKNAME = counting_zeros
export VERILOG_FILES = /design/flow/design.v
export SDC_FILE = /design/flow/constraint.sdc
export NUM_CORES = 4
export LEC_CHECK = 1
export CORE_AREA = 10 10 70 70
export DIE_AREA = 0 0 80 80
--- flow/constraint.sdc ---
current_design counting_zeros

set clk_period 3.1
set clk_io_pct 0.2

create_clock -name clk0 -period $clk_period

set non_clock_inputs [all_inputs -no_clocks]
set_input_delay [expr $clk_period * $clk_io_pct] -clock clk0 $non_clock_inputs
set_output_delay [expr $clk_period * $clk_io_pct] -clock clk0 [all_outputs]
==> qor.csv <==
metric,value,unit
tool_warnings,36,
synth_area,548,um^2
worstPathRequired,2.48,ns
yosys_cells,70,
die_w,80,um
flop-count,0,
grt_antenna_before_repair,0,
chip_area,6400,um^2
ys_seq_share,0,
vias,590,
synth.logic.top_family,adder cells,
p_per_area,359,nW/um^2
wire_per_inst,8.98,um
chipHeight,80,um
violations,negative setup slack,
fmax,227,MHz
hold_viol,0,
setup-tns-final,-3.62,ns
drive_above_1_share,0.682,
setup_viol,4,
num_rows,21,
logic_area,703,um^2
ant_nets,0,
busiest_layer,met1,
ys_sh_xor,0.251,
portBuffers,12,
synthDistinctLibCells,23,
fin_crit_sh,1.42,
place.gp.congestion,0.798,
max_slew.worst_pin.slew,0.339,ns
area_growth,115,%
n_clock_buffer,0,
num-fill-cells,335,
synth_area_per_cell,7.83,um^2
grt_pass1_wl,2510,um
slew_viol_final,0,
yosys-mux-area-fraction,0,
relSlewSlack,0.773,
core-area,3420,um^2
cp_max_fo,2,
viasPerCell,3.78,
peakVddDrop,0.0916,mV
aoi_share,0.116,
antenna_cells,0,
met2_usage,0.0674,
hold_path.class,in2out,
hpwl,1070,um
yosys_area,548,um^2
yosys_warnings,10,
seq_area,0,um^2
initCoreUtil,0.160,
grt_max_degree,8,
lay_top_cells,"buf_4, ha_4, xnor2_1",
grt.total_usage,0.0445,
crit_arrival,3.78,ns
use_met1,0.0692,
place_worst_setup_slack,-2.40,ns
io_pins,12,
rsz0062_at_grt,true,
drc,0,
synthSimpleGateAreaFrac,0.260,
final.min_clock_period,4.40,ns
drtPass1Iterations,4,
grt_pass1_vias,589,
fin_ws,-1.30,ns
status,finished with violations,
leakage,0.000519,uW
met3_usage,0.00455,
start_kind,input port,
adder_share,0.274,
critPathKind,in2out,
totalWireLength,1400,um
initialDrtViolationCount,14,
synthCells,70,
final_common_cell,buf_4,
cp-end-kind,output port,
drv_cap,0,
overflow,0,
==> Yosys cell counts <==
cell type / instances / area share
xnor2_1: 7 / 0.11
xnor3_2: 1 / 0.043
nand4b_1: 1 / 0.016
and2_1: 1 / 0.011
nand2_1: 8 / 0.055
o21ai_0: 2 / 0.018
ha_1: 12 / 0.27
a41oi_1: 1 / 0.016
nand2b_1: 5 / 0.057
inv_1: 4 / 0.027
xor3_2: 1 / 0.046
buf_2: 1 / 0.0091
a31oi_1: 3 / 0.034
nand3_1: 1 / 0.0091
o22ai_1: 2 / 0.023
nor2b_1: 5 / 0.057
nor2_1: 6 / 0.041
xnor2_4: 1 / 0.050
buf_4: 4 / 0.055
a31o_2: 1 / 0.016
clkbuf_1: 1 / 0.0068
or2b_1: 1 / 0.014
a21oi_1: 1 / 0.0091
==> path summary, 6_finish.rpt <==
| path | end | from | depth (start not counted) | slack [ns] |
|---|---|---|---|---|
| max | count0[3] | d_in[1] | 23 | -1.30 |
| min | count0[3] | d_in[3] | 7 | 2.01 |
==> per-layer routing <==
metal | wire [um] | vias to the layer above | share of wire
met4 | 0 | 0 | 0
met5 | 0 | - | 0
met3 | 40 | 0 | 0.029
met2 | 596 | 6 | 0.43
met1 | 763 | 269 | 0.54
li1 | - | 315 | -
==> power breakdown <==
group | switching (uW) | leakage [uW] | internal, uW | total (uW)
logic | 165 | 0.000519 | 258 | 422
registers | 0 | 0 | 0 | 0
clock network | 0 | 0 | 0 | 0
==> through the flow <==
| step | instance area (um^2) | utilization | total power (uW) | hold WS, ns | instances |
|---|---|---|---|---|---|
| final | 1180 | 0.345 | 422 | 2.01 | 156 |
| after global routing | 1180 | 0.345 | 475 | 2.11 | 156 |
| after CTS | 1080 | 0.316 | 355 | 2.13 | 157 |
| after detailed placement | 945 | 0.277 | 299 | 2.42 | 147 |
| after global placement | 945 | 0.277 | 293 | 2.44 | 147 |
| after floorplan | 618 | - | 192 | 1.40 | 70 |
==> layout make-up <==
cell class / instances / area share
multi-input combinational: 60 / 0.597
inverter: 4 / 0.0276
tap: 46 / 0.0489
timing repair buffer: 46 / 0.326
==> critical path, cell delays in order <==
cell and delay [ns]:
buf_12 0.09, inv_12 0.03, ha_4 0.14, or2b_1 0.24, and2_4 0.15, ha_4 0.21, nand2b_4 0.08, nand2_4 0.05
ha_4 0.26, nor2_1 0.03, a31oi_1 0.15, ha_2 0.31, nand2b_4 0.08, nand2_4 0.05, ha_4 0.26, nor2_1 0.03
a31oi_1 0.15, ha_2 0.22, ha_4 0.12, nor2b_4 0.14, xnor2_2 0.13, xnor2_1 0.13, buf_2 0.11
==> cell families after synthesis <==
family | after synthesis
and+or+nand+nor | 28
adders and majority gates | 12
AOI/OAI and AO/OA | 10
xor gates and xnor gates | 10
buffers and inverters | 10
==> repair_timing <==
item | CTS | global route
endpoints found under the hold margin | 0 | 0
cloned | 0 | 0
gates resized | 38 | 23
buffers inserted | 10 | 2
setup endpoints to repair | 4 | 4
hold buffers | 0 | 0
pin swaps | 21 | 13
Power and IR drop assume default switching activity.
