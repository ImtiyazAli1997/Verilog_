## /design/flow/run.sh

```bash
#!/bin/bash
# OpenROAD 26Q1-2900-gdf79404cd8, Yosys 0.63+post, stock flow scripts
make -C /OpenROAD-flow-scripts/flow DESIGN_CONFIG=/design/flow/config.mk WORK_HOME=/design/flow/orfs finish
```

## /design/flow/config.mk

```make
export PLATFORM = sky130hd
export DESIGN_NAME = mm5
export DESIGN_NICKNAME = mm5
export VERILOG_FILES = /design/flow/design.v
export SDC_FILE = /design/flow/constraint.sdc
export NUM_CORES = 4
export LEC_CHECK = 1
export CORE_UTILIZATION = 50
```

## /design/flow/constraint.sdc

```tcl
current_design mm5

set clk_period 32.3
set clk_io_pct 0.2

create_clock -name clk0 -period $clk_period

set non_clock_inputs [all_inputs -no_clocks]
set_input_delay [expr $clk_period * $clk_io_pct] -clock clk0 $non_clock_inputs
set_output_delay [expr $clk_period * $clk_io_pct] -clock clk0 [all_outputs]
```

## /design/flow/design.v

```verilog
module mux2by1_16D(i1,i0,s,y);
	parameter n=16;
	input [n-1:0] i1,i0;
	output [n-1:0] y;
	input s;
	assign y=s?i1:i0;
endmodule
module comp8(a,b,gt,eq,lt);
	parameter Data_bits =8;
	input [Data_bits-1:0] a,b;
	output gt,eq,lt;
	assign gt =(a>b);
	assign lt = (a<b);
	assign eq=(a==b);
endmodule
module minmax (a,b,min,max);
	input [7:0] a,b;
	output [7:0] min,max;
	wire gt,eq,lt;
	comp8 d1 (a,b,gt,eq,lt);
	mux2by1_16D d2(.i1({a,b}),.i0({b,a}),.s(gt),.y({max,min}));
endmodule
module mm3 (a,b,c,min,mid,max);
	input [7:0] a,b,c;
	output [7:0] min,mid,max;
	wire [7:0] min1,max1,min2;
	wire [7:0] min,mid,max;
	minmax p1(	.a(a),		.b(b),		.min(min1),	.max(max1)	);
	minmax p2(	.a(max1),	.b(c),		.min(min2),	.max(max)	);
	minmax p3(	.a(min1),	.b(min2),	.min(min),	.max(mid)	);
endmodule
module mm4 (a,b,c,d,max,midh,midl,min);
	input [7:0] a,b,c,d;
	output [7:0] max,midh,midl,min;
	wire [7:0] t1,t2,t3,max1;
	mm3 q1(.a(a),.b(b),.c(c),.min(t1),.mid(t2),.max(max1));
	minmax q2(.a(max1),.b(d),.min(t3),.max(max));
	mm3 q3(.a(t1),.b(t2),.c(t3),.min(min),.mid(midl),.max(midh));
endmodule
module mm5 (a,b,c,d,e,max,midh,mid,midl,min);
	input [7:0] a,b,c,d,e;
	output [7:0] max,midh,mid,midl,min;
	wire [7:0] max1, t1,t2,t3,t4;
	mm4 q3 (.a(a),.b(b),.c(c),.d(d),.max(max1),.midh(t1),.midl(t2),.min(t3));
	minmax q4(.a(max1),.b(e),.min(t4),.max(max));
	mm4 q5 (.a(t1),.b(t2),.c(t3),.d(t4),.max(midh),.midh(mid),.midl(midl),.min(min));
endmodule
```

==> summary.txt <==
fmax: 31.53 MHz
total grt overflow: 0
fin crit period: 31,720 ps
post-layout period usage: 98.20%
CP peak stage delay: 510 ps
Die Y: 114.0 um
CP Launch Type: input pin
post-detail-place hpwl: 17,790 um
Clock Buffer Count: 0
Layout Cell Area excl Fill: 8625 um^2
cell repeated most along the worst path: ha_1
First DRT Iteration DRCs: 545
outcome: finished clean
num sequential: 0
synthesized area: 6267 um^2
worst rel slew slack: 40.00%
Residual DRC: 0
# diodes: 0
tool warnings: 33
first-pass GRT wire length: 34,310 um
metal3 WL: 1436 um
Post-Syn Instances: 932
fp util: 51.75%
die x size: 114.0 um
initial antenna violation count: 0
Placer Congestion: 1.065
final wirelength: 22,410 um
M1 WL: 10,120 um
Arr. time, crit path: 25,260 ps
vias in the first global route: 6,804
Min-Delay Endpoint: max[6]
Max Cap Viol: 0
hold path start: e[6]
fillers: 919
Tot GR Track Use: 33.31%
Max Slew Vio Count: 0
chip area in the Yosys report: 6267 um^2
synthesis-to-finish area growth: 37.61%
syn avg cell area: 6.725 um^2
uppermost routed layer: met4
yosys warning tally: 0
met2 routed wirelength: 10,030 um
Vias/cell: 6.214
register share after synthesis: 0%
core area: 12,110 um^2
Antenna Nets Post-Route: 0
worst-path fanout max: 8
FF+latch area: 0 um^2
Cell Area, Placed: 7709 um^2
Top cells excl fill/tap: buf_4, nand2_1, ha_1, inv_1, clkdlybuf4s50_1
CP max stage cell: clkdlybuf4s50_1
Row Count: 40
Worst-Margin Slew: 895.8 ps
drt wl/cell: 17.83 um
Hold Vio Cnt, Final: 0
# port buffers: 80
io pins: 80
Commonest Layout Cell: buf_4
crit path DRT: 25,840 ps
# Cells Yosys: 932
Distinct cells, synth: 88
vias: 7,811
Hold Crit Class: input pin to output pin
Detailed Routing Iterations Pass 1: 5
# setup viols final: 0
critical path type: input pin to output pin
share of layout cells above drive strength 1: 23.42%
Worst setup EP type: output pin
hold depth: 4
largest net degree at the start of global routing: 24
MI comb area: 6357 um^2
Die ar.: 12,990 um^2
-- cell usage after synthesis (9+ instances only) --
master | n | share of area [%]
nand2_1 | 102 | 6.1
ha_1 | 100 | 20
inv_1 | 86 | 5.2
o21ai_0 | 85 | 6.8
a21oi_1 | 83 | 6.6
nor2_1 | 67 | 4.0
mux2i_1 | 64 | 10
clkbuf_1 | 24 | 1.4
nand3_1 | 22 | 1.8
a21o_1 | 20 | 2.4
nor3_1 | 17 | 1.4
mux2_2 | 15 | 2.7
o21a_1 | 15 | 1.8
a211oi_1 | 14 | 1.7
nor2b_1 | 12 | 1.2
and2_1 | 11 | 1.1
and3_1 | 11 | 1.1
nand4_1 | 10 | 1.0
a32o_1 | 9 | 1.4
nand2b_1 | 9 | 0.90
-- repair_timing --
action / CTS / global route
hold buffers: 0 / 0
gates cloned: 0 / 3
buffers inserted: 4 / 31
resized: 13 / 126
hold endpoints to repair: 0 / 0
pin swaps: 2 / 35
endpoints found under the setup margin: 16 / 16
-- worst max-delay path, delay by kind of cell --
| family | cells | cell delay, ps |
|---|---|---|
| AND-OR/OR-AND | 45 | 7610 |
| adder cells (fa/ha/maj) | 10 | 2940 |
| buffers and inverters | 14 | 2330 |
| multiplexers | 7 | 2040 |
| AND/OR/NAND/NOR | 26 | 3830 |
-- per-layer routing --
layer	vias up	global-route usage, %
met4	0	11.77
met5	-	0
met3	58	3.086
li1	3796	-
met1	3617	45.92
met2	340	54.30
-- through the flow --
step | setup slack (ps) | cells | util [%] | TNS [ps] | hold WS, ps
6_report | 581.4 | 1257 | 71.21 | 0 | 13880
2_1_floorplan | 22.01 | 932 | - | 0 | 12970
5_1_grt | -466.8 | 1257 | 71.21 | -4248 | 13910
4_1_cts | 25.22 | 1223 | 64.39 | 0 | 13890
3_3_place_gp | -58.53 | 1219 | 63.65 | -281.9 | 13870
3_5_place_dp | -441.7 | 1219 | 63.65 | -5137 | 13880
-- cell type report --
class | count | share of cell area [%]
multi-input cells | 808 | 73.71
inverters | 87 | 3.801
well taps | 168 | 2.437
repair buffers | 194 | 20.05
-- cell families after synthesis --
family          synth area share (%)
compound gates                 33.28
xor+xnor                      0.4193
fa+ha+maj                      20.12
buf+inv                        8.045
mux                            14.23
simple gates                   23.90
-- how the worst max path moves through the flow --
stage,start,to,slack (ps)
4_1_cts,b[3],midl[5],30
5_1_grt,b[1],min[3],-470
6_report,b[6],min[3],580
