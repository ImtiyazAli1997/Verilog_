==> flow/design.v <==
module FA (
		input a,
		input b,
		input c_in,
		output sum,
		output c_out
	);
		HA h1( 
			.a(a),
			.b(b),
			.c_out(w2),
			.sum(w1)
		);
		HA h2( 
			.a(w1),
			.b(c_in),
			.c_out(w3),
			.sum(sum)
		);
		or o1(c_out,w2,w3);
endmodule
module HA(
input a,
input b,
output c_out,
output sum);
	xor x1(sum,a,b);
	and A1(c_out,a,b);
endmodule
module rca ( 
		input [3:0] a,
		input [3:0] b,
		input c_in,
		output c_out,
		output [3:0] sum
	);
	FA F1 (
			.a(a[0]),
			.b(b[0]),
			.c_in(c_in),
			.sum(sum[0]),
			.c_out(w1)
		);
	FA F2 (
			.a(a[1]),
			.b(b[1]),
			.c_in(w1),
			.sum(sum[1]),
			.c_out(w2)
		);
	FA F3 (
			.a(a[2]),
			.b(b[2]),
			.c_in(w2),
			.sum(sum[2]),
			.c_out(w3)
		);
	FA F4 (
			.a(a[3]),
			.b(b[3]),
			.c_in(w3),
			.sum(sum[3]),
			.c_out(c_out)
		);
endmodule
module count_ones (y,i);
	input [7:0] i;
	output [3:0] y;
	wire [3:0] c1,c2,c3,c4,c5,c6,c7,c8;
	reg [3:0] c = 4'b0000;
	rca r1( .a(c),.b({3'b000,i[0]}),.c_in(1'b0),.c_out(w0),.sum(c1));
	rca r2( .a(c1),.b({3'b000,i[1]}),.c_in(w0),.c_out(w1),.sum(c2));
	rca r3( .a(c2),.b({3'b000,i[2]}),.c_in(w1),.c_out(w2),.sum(c3));
	rca r4( .a(c3),.b({3'b000,i[3]}),.c_in(w2),.c_out(w3),.sum(c4));
	rca r5( .a(c4),.b({3'b000,i[4]}),.c_in(w3),.c_out(w4),.sum(c5));
	rca r6( .a(c5),.b({3'b000,i[5]}),.c_in(w4),.c_out(w5),.sum(c6));
	rca r7( .a(c6),.b({3'b000,i[6]}),.c_in(w5),.c_out(w6),.sum(c7));
	rca r8( .a(c7),.b({3'b000,i[7]}),.c_in(w6),.c_out(w7),.sum(y));
endmodule
module count_zeros_m3 (in,y);
	input [7:0] in;
	output [3:0] y;
	wire [3:0] ones_count;
	count_ones co1(.y(ones_count),.i(in));
	sub4  sb1( 		.a(4'd8),	.b(ones_count),	.diff(y)	);
endmodule
module sub4 (
	input [3:0] a,
	input [3:0] b,
	output [3:0]diff);
	wire [3:0] b_bar;
	not n1(b_bar[0],b[0]);
	not n2(b_bar[1],b[1]);
	not n3(b_bar[2],b[2]);
	not n4(b_bar[3],b[3]);
	rca r1( .a(a),.b(b_bar),.c_in(1'b1),.c_out(w),.sum(diff));
endmodule
==> flow/run.sh <==
#!/bin/bash
# OpenROAD 26Q1-2900-gdf79404cd8, Yosys 0.63+post, stock flow scripts
make -C /OpenROAD-flow-scripts/flow DESIGN_CONFIG=/design/flow/config.mk WORK_HOME=/design/flow/orfs finish
==> flow/config.mk <==
export PLATFORM = sky130hd
export DESIGN_NAME = count_zeros_m3
export DESIGN_NICKNAME = count_zeros_m3
export VERILOG_FILES = /design/flow/design.v
export SDC_FILE = /design/flow/constraint.sdc
export NUM_CORES = 4
export LEC_CHECK = 1
export CORE_AREA = 10 10 70 70
export DIE_AREA = 0 0 80 80
==> flow/constraint.sdc <==
current_design count_zeros_m3

set clk_period 6.3
set clk_io_pct 0.2

create_clock -name clk0 -period $clk_period

set non_clock_inputs [all_inputs -no_clocks]
set_input_delay [expr $clk_period * $clk_io_pct] -clock clk0 $non_clock_inputs
set_output_delay [expr $clk_period * $clk_io_pct] -clock clk0 [all_outputs]
==> impl_metrics.py <==
# Metrics from the implementation run
metrics = {
    "timing": {
        "rsz0062_at_grt": "yes",
        "worst_slew_pin_slew_ns": 0.126,
        "setup_slack_ns": -0.440,
        "maxSlewViolCount": 0,
        "slew_headroom_pct": 91.6,
        "period_minus_slack_ns": 6.74,
        "finalSetupViolCount": 3,
        "hold_violations": 0,
        "period_used_pct": 107,
        "fmax_ghz": 0.148,
    },
    "job": {
        "warnings": 39,
        "maxCapViolCount": 0,
    },
    "synthesis": {
        "top_cells_by_area": "ha_1 56%, fa_1 25%, buf_4 7.4%",
        "synth_area_leader_cell": "ha_1",
        "ys_seq_share_pct": 0,
        "yosysWarnings": 16,
        "synth_top_area_share_pct": 55.6,
        "synth.distinct_cells": 5,
        "ys_area_um2": 405,
        "avgSynthCellArea_um2": 11.6,
        "syn_area_um2": 405,
        "yosys-stat-cells": 35,
        "synth_cells": 35,
    },
    "pwr": {
        "p_per_area_nw_per_um2": 225,
        "switchingPower_mw": 0.0604,
        "ir_drop_mv": 0.150,
        "p_int_mw": 0.0945,
        "clkPwrFrac_pct": 0,
        "p_leak_nw": 0.306,
        "switching_share_pct": 39.0,
        "pwr-share-comb_pct": 100.0,
        "seq_power_share_pct": 0,
    },
    "critical_path": {
        "setup.worst_path.end_class": "primary output",
        "worstSetupStartpointType": "primary input",
        "worstPathCellList": "buf_8, fa_1, ha_2, fa_1, ha_2, fa_1, ha_2, ha_4, fa_2, ha_4, ha_4, ha_4, inv_2, fa_2, inv_2, ha_4, ha_4, inv_4, ha_4, xor3_1, buf_2",
        "path_common_cell": "ha_4",
        "cp_data_arrival_time_ns": 5.48,
        "crit_type": "in2out",
        "worst_ep_required_time_ns": 5.04,
        "max_stage_delay_ns": 0.54,
        "slowest_stage": "fa_1",
        "critPathMaxFanout": 2,
    },
    "floorplanning": {
        "die_w_um": 80,
        "die_area_um2": 6400,
        "io_pins": 12,
        "die_h_um": 80,
        "design.core.area_um2": 3420,
        "fp_util_pct": 11.9,
        "fp-row-count": 21,
    },
    "placed_design": {
        "io_buffers": 12,
        "dpl_worst_slack_ns": -1.18,
        "place.gp.congestion": 0.684,
        "place_hpwl_um": 611,
        "dpl_cell_area_um2": 688,
    },
    "detailed_routing": {
        "vias": 260,
        "vias_per_cell": 2.74,
        "firstDrtPassIters": 1,
        "avgRoutedWirePerCell_um": 6.72,
        "drc": 0,
        "drt-total-wl_um": 638,
        "antenna_left": 0,
        "drt_iter0_drc": 0,
        "num_antenna_cells": 0,
    },
    "global_route": {
        "track_usage_pct": 2.25,
        "antenna_found_initial": 0,
        "grt_max_degree": 3,
        "grt.overflow.total": 0,
        "grt_pass1_wl_um": 1230,
        "grt_pass1_vias": 299,
    },
    "run_status": {
        "violations": "setup timing",
        "status": "finished with violations",
    },
    "final_layout": {
        "nFillCells": 379,
        "fin_area_um2": 688,
        "ff_count": 0,
        "area_growth_pct": 69.8,
        "nClkBuffers": 0,
        "flop_area_um2": 0,
        "drive_gt1_share_pct": 63.3,
    },
    "hold_path": {
        "hold_depth": 5,
        "min_path_type": "in2out",
    },
}
per-layer routing:
layer  vias to the layer above  wire, um  track usage [%]
li1                        138         -                -
met3                         0        89             1.14
met1                       112       317             3.22
met2                        10       231             3.13
met5                         -         0                0
met4                         0         0                0
power groups by stage:
stage	sequential [mW]	clock (mW)	combinational [mW]
CTS	0	0	0.154
global route	0	0	0.183
finish	0	0	0.155
critical path, delay by kind of cell:
kind,cells,cell delay [ns]
adder cells (fa/ha/maj),15,3.70
buffers and inverters,5,0.35
XOR/XNOR,1,0.16
final timing paths:
path	start	to	slack, ns
max	in[0]	y[3]	-0.44
min	in[7]	y[0]	3.38
per-stage QoR:
stage / instances / power [mW] / hold WS, ns / setup TNS (ns) / util [%]
finish: 95 / 0.155 / 3.38 / -0.942 / 20.1
detailed placement: 92 / 0.181 / 3.70 / -3.92 / 20.1
CTS: 94 / 0.154 / 3.40 / -1.25 / 19.7
global route: 95 / 0.183 / 3.42 / -1.45 / 20.1
global placement: 92 / 0.183 / 3.71 / -3.87 / 20.1
floorplan: 35 / 0.155 / 2.97 / -0.341 / -
what timing repair did:
action | in CTS | in global routing
hold buffers | 0 | 0
endpoints found under the setup margin | 4 | 4
buffers inserted | 2 | 1
resized | 25 | 3
pin swaps | 13 | 6
final cells by class:
| class | count | area [um^2] | area share, % |
|---|---|---|---|
| Tap cell | 46 | 57.6 | 8.36 |
| Inverter | 7 | 28.8 | 4.18 |
| Multi-Input combinational cell | 24 | 462 | 67.1 |
| Timing Repair Buffer | 18 | 140 | 20.4 |
synthesized netlist by cell type:
master / instances
ha_1: 18
inv_1: 7
fa_1: 5
buf_4: 4
xor3_1: 1
logic make-up after synthesis:
family,Yosys count,synth area share [%]
XOR/XNOR,1,5.86
buffers and inverters,11,13.9
adder cells (fa/ha/maj),23,80.2
cells in the final DEF, fill, tap and decap left out:
cell / synthesis / routed
buf_2: 0 / 6
fa_1: 5 / 3
clkdlybuf4s50_1: 0 / 5
ha_2: 0 / 3
inv_1: 7 / 2
ha_4: 0 / 8
inv_4: 0 / 1
buf_8: 0 / 1
inv_2: 0 / 4
buf_4: 4 / 6
xor3_1: 1 / 1
fa_2: 0 / 2
ha_1: 18 / 7
No activity file was given, so power comes from the tool's default toggle rates.
